$ cat design/flow/design.v
package switch_defs;
	localparam PTR_W = $clog2(4);
	typedef struct packed {
		logic [4-1:0]  source;
		logic [4-1:0]  target;
		logic [8-1:0] data;
	} packet_t;
endpackage
import switch_defs::*;
module sync_fifo (
	clk,
	rst_n,
	push,
	pop,
	data_in,
	data_out,
	full,
	empty
);
	input  wire          clk;
	input  wire          rst_n;
	input  wire          push;
	input  wire          pop;
	input  wire packet_t data_in;
	output wire packet_t data_out;
	output wire          full;
	output wire          empty;
	parameter DEPTH = 16;
	localparam ADDR_W = $clog2(DEPTH);
	packet_t             mem [0:DEPTH-1];
	reg [ADDR_W-1:0]     wr_ptr;
	reg [ADDR_W-1:0]     rd_ptr;
	reg [ADDR_W:0]       count;  
	assign full  = (count == DEPTH);
	assign empty = (count == 0);
	assign data_out = mem[rd_ptr];
	always_ff @(posedge clk or negedge rst_n) begin
		if (!rst_n) begin
			wr_ptr <= 0;
			rd_ptr <= 0;
			count  <= 0;
		end else begin
			if (push && !full) begin
				mem[wr_ptr] <= data_in;
				wr_ptr      <= wr_ptr + 1'b1;
			end
			if (pop && !empty) begin
				rd_ptr <= rd_ptr + 1'b1;
			end
			if (push && !full && !(pop && !empty)) begin
				count <= count + 1;
			end
			else if (pop && !empty && !(push && !full)) begin
				count <= count - 1;
			end
		end
	end
endmodule
$ cat design/flow/run.sh
#!/bin/bash
# OpenROAD 26Q1-2900-gdf79404cd8, Yosys 0.63+post, stock flow scripts
make -C /OpenROAD-flow-scripts/flow DESIGN_CONFIG=/design/flow/config.mk WORK_HOME=/design/flow/orfs finish
$ cat design/flow/config.mk
export PLATFORM = sky130hd
export DESIGN_NAME = sync_fifo
export DESIGN_NICKNAME = sync_fifo
export VERILOG_FILES = /design/flow/design.v
export SDC_FILE = /design/flow/constraint.sdc
export NUM_CORES = 4
export LEC_CHECK = 1
export CORE_UTILIZATION = 50
export SYNTH_HDL_FRONTEND = slang
$ cat design/flow/constraint.sdc
current_design sync_fifo

set clk_period 10.8
set clk_io_pct 0.2

create_clock -name clk0 -period $clk_period [get_ports {clk}]

set non_clock_inputs [all_inputs -no_clocks]
set_input_delay [expr $clk_period * $clk_io_pct] -clock clk0 $non_clock_inputs
set_output_delay [expr $clk_period * $clk_io_pct] -clock clk0 [all_outputs]
==> GITHUB_STEP_SUMMARY <==
## Implementation flow summary

| Metric | Value |
|---|---|
| Die Span X | 150 um |
| CTS Buf Count | 27 |
| Synth async-reset ratio | roughly 4.8% |
| Post-route ant nets | 0 |
| OpenROAD warning count | 28 |
| Req. time, crit path | ~8600 ps |
| Global route overflow | 0 |
| Worst setup path endpoint | data_out[14] |
| Core area | between 20000 and 25000 sq um |
| Crit path launch type | register |
| Initial antenna violation count | 0 |
| Synth Cell Area | ~11000 sq um |
| Crit share post-route | around 50% |
| Max-Cap Viols | 0 |
| Buffers inserted by post-CTS timing repair | 0 |
| Crit path from | rd_ptr[0] |
| Slew @ Worst Pin | 777 ps |
| Flop2flop setup slack | 7890 ps |
| Clk ins delay skew pair | between 500 and 600 ps |
| Top area contributor share | a little over two thirds |
| Hold WC Path Type | register to register |
| Detailed-route vias per instance | around 5.8 |
| Avg Synthesized Cell Area | 19.8 sq um |
| Crit path max-delay cell type | buf_4 |
| Clock transition at path regs | approximately 60 ps |
| Gate Area | ~2600 sq um |
| Worst Path Buf+Inv | 2 |
| Delay-heaviest family, CP | buffers and inverters |
| Via count | between 5000 and 6000 |
| CTS tree | built |
| Ant. Diodes | 0 |
| Global-route wire length before repair | 33.1 mm |
| Most common cell in the synthesized netlist | edfxtp_1 |
| Row cnt | ~53 |
| Max Slew Vio Count | 0 |
| Chip height | ~150 um |
| Vias in the first global route | 5552 |
| Floorplan core density | between 50% and 60% |
| Clock Path Buffers | 3 |
| Post-synthesis cell type count | 39 |
| Worst R2R Path Depth | 10 |
| Clock sinks | between 200 and 300 |
| Achievable Freq | roughly 190 MHz |
| CP max FO | around 43 |
| DRT Pass-1 Iters | 6 |
| Crit. End Element | output pin |
| Clock skew | 15.0 ps |
| Mapped Cells | approximately 550 |
| Yosys Instances | approximately 550 |
| Dpl cells | approximately 860 |
| Top cells, area | edfxtp_1 (71%), mux4_2 (6.6%), mux2i_1 (6.0%) |
| Final Non-Filler Cells | between 900 and 1000 |
| Relative slew slack | roughly half |
| CP max stage delay | just under 700 ps |
| Syn-to-layout area delta | 13.7% |
| Crit path time final | between 5000 and 6000 ps |
| Routability Congestion | a little under 0.8 |
| DRT Wirelength | about 22 mm |
| Most frequent cells after synthesis | edfxtp_1 (256), mux2i_1 (65), mux4_2 (32) |
| Commonest flop | edfxtp_1 |
| EDFF count, synth | roughly 260 |
| Synth warnings | 0 |
| H-tree depth | 1 |
| Static leakage | around 4.2 nW |
| Unrepaired setup endpoints after global routing | false |
| Worst path cell trace | buf_4, mux2i_1, a221oi_2, o21ai_0, nand2_1, clkdlybuf4s50_1 |
| Max IR drop VDD | approximately 0.00015 V |
| Pin count of the biggest net entering global routing | around 44 |
| Hold buffers post-CTS | 0 |
| Final setup fails | 0 |
| Leading area contributor after synthesis | edfxtp_1 |
| YS chip area | approximately 11000 sq um |
| Status | finished, final reports clean |
| Share of cells above drive strength 1 | a little under a quarter |
| # IOs | 38 |
| Total die size | ~22000 sq um |
| RR Endpoint | count[4] |
| GRT Total Usage | 22.8% |
| Register area | ~8000 sq um |
| Final Util | roughly three fifths |
| DRC viols | 0 |
| Number of port buffers | 37 |
| Crit path DAT | about 3200 ps |
| Fillers | ~1500 |
| Power per cell area | 253 nW/um^2 |
| Final Hold Vio Count | 0 |
| Routed len/inst | around 24 um |
| Seq/Total Area, Yosys | roughly 74% |
| Setup TNS | 0 ps |
| FF+latch count, synth | between 200 and 300 |
| RR Startpoint | count[0] |
| DRT iter0 DRCs | approximately 310 |
| Post-DP HPWL | roughly 12 mm |
| Setup Crit Path Kind | register to output pin |
| Clock root cell | clkbuf_16 |
| Cell resize tally after clock tree synthesis | 0 |
| Critical path depth | 6 |
| Final Hold Slack | ~540 ps |
per-stage QoR:
| step | cell area, sq um | setup WS (ps) | power [W] |
|---|---|---|---|
| 3_3_place_gp | 11600 | 5920 | 0.00230 |
| 6_report | 12400 | 5430 | 0.00314 |
| 3_5_place_dp | 11600 | 5890 | 0.00232 |
| 4_1_cts | 12400 | 5330 | 0.00318 |
| 2_1_floorplan | 10900 | 6890 | 0.00201 |
| 5_1_grt | 12400 | 5220 | 0.00330 |
cells by family after synthesis:
| group | count (synthesis) | synth area share [%] |
|---|---|---|
| XOR/XNOR | 10 | 0.805 |
| flip-flops | 269 | 73.6 |
| AND-OR/OR-AND | 73 | 6.75 |
| buffers and inverters | 34 | 2.53 |
| multiplexers | 98 | 12.7 |
| adder cells (fa/ha/maj) | 10 | 1.22 |
| AND/OR/NAND/NOR | 57 | 2.40 |
power by group:
part	internal (W)	total, W	switching, W
Sequential	0.00122	0.00128	0.0000548
Clock	0.000500	0.000857	0.000357
Combinational	0.000473	0.00100	0.000529
Total	0.00220	0.00314	0.000940
worst reg2reg max path, delay by kind of cell (launching register included):
family / cells / cell delay (ps)
buffers and inverters: 2 / 180
xor gates and xnor gates: 1 / 140
AOI/OAI and AO/OA: 3 / 630
and+or+nand+nor: 1 / 570
muxes: 1 / 280
DFF: 1 / 450
adders and majority gates: 2 / 570
flip-flops by register name, indices dropped and copies added (netlist names):
register  cells
wr_ptr        4
mem         256
count         5
rd_ptr        4
cell usage in the layout (no fill, tap or decap), drive strengths merged, types with 2 or more instances in the layout:
cell type,n
edfxtp,256
mux2i,65
clkdlybuf4s50,37
mux4,32
a221oi,32
clkbuf,32
nand2,27
buf,24
o21ai,19
nor2,19
a22oi,16
dfrtp,13
clkinv,12
xnor2,9
ha,9
inv,5
nand3b,2
a21o,2
a21oi,2
bufinv,2
and2,2
nand3,2
routing by layer:
| layer | global-route usage [%] | wire (um) |
|---|---|---|
| met1 | 31.9 | 7920 |
| met2 | 33.7 | 10600 |
| met3 | 14.3 | 2780 |
| met4 | 3.42 | 342 |
| met5 | 0 | 0 |
worst min-delay path by stage:
| stage | start | to | slack, ps | cells after the start |
|---|---|---|---|---|
| 6_report | wr_ptr[3] | wr_ptr[3] | 540 | 1 |
| 5_1_grt | wr_ptr[3] | wr_ptr[3] | 540 | 1 |
| 4_1_cts | wr_ptr[3] | wr_ptr[3] | 540 | 1 |
layout make-up:
cell class / count / area share (%)
timing repair buffer: 61 / 4.45
clock inverter: 15 / 0.920
sequential: 269 / 64.8
clock buffer: 32 / 5.61
inverter: 5 / 0.152
multi-input combinational: 248 / 21.3
tap: 275 / 2.78
Power figures rest on the tool's default switching activity, not on a simulated workload.
